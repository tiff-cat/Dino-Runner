**flow/run.sh**
```bash
#!/bin/bash
# OpenROAD 26Q1-2900-gdf79404cd8, Yosys 0.63+post, stock flow scripts
make -C /OpenROAD-flow-scripts/flow DESIGN_CONFIG=/design/flow/config.mk WORK_HOME=/design/flow/orfs finish
```
**flow/config.mk**
```make
export PLATFORM = sky130hd
export DESIGN_NAME = dino_datapath
export DESIGN_NICKNAME = dino_datapath
export VERILOG_FILES = /design/flow/design.v
export SDC_FILE = /design/flow/constraint.sdc
export NUM_CORES = 4
export LEC_CHECK = 1
export CORE_UTILIZATION = 40
```
**flow/constraint.sdc**
```tcl
current_design dino_datapath

set clk_period 3.2
set clk_io_pct 0.2

create_clock -name clk0 -period $clk_period [get_ports {clk}]

set non_clock_inputs [all_inputs -no_clocks]
set_input_delay [expr $clk_period * $clk_io_pct] -clock clk0 $non_clock_inputs
set_output_delay [expr $clk_period * $clk_io_pct] -clock clk0 [all_outputs]
```
**flow/design.v**
```verilog
module length_counter(enable, clk, reset, out);
	input reset, clk, enable;
	output reg [1:0] out;
	always @(posedge clk)
	begin
		if(~reset)
			out <= 2'b0;
		else if (enable)
		begin
			if (out == 2'b11)
				out <= 2'b0;
			else 
				out <= out + 1'b1;
		end
	end
endmodule
module rate_counter(enable, clk, reset, out);
	input clk, reset, enable;
	output reg [1:0] out;
	always @(posedge clk)
	begin
		if (~reset)
			out <= 2'b11;
		else if (enable)
		begin
			if (out == 2'b0)
				out <= 2'b11;
			else
				out <= out - 1'b1;
		end
	end
endmodule
module delay_counter(enable, clk, reset, out, q);
	input enable, clk, reset;
	output reg [19:0] out;
	output reg q;
	always @(posedge clk)
	begin 
		if(~reset) begin
			out <= 20'd0;
			q <= 1'b0;
		end
		else if (enable)
		begin
			if (out == 20'b0) begin
				out <= 20'd1666666;
				q <= 1'b1;
			end
			else begin
				out <= out - 1'b1;
				q <= 1'b0;
			end
		end
	end
endmodule
module frame_counter(enable, clk, reset, out);
	input enable, clk, reset;
	output reg [3:0] out;
	always @(posedge clk)
	begin
		if(~reset)
			out <= 4'b0;
		else if(enable)
		begin
		  if(out == 4'd7)
			  out <= 4'b0;
		  else
			  out <= out + 1'b1;
		end
   end
endmodule
module jump_counter(enable, clk, reset, jump_sig, out);
	input enable, clk, reset, jump_sig;
	output reg [7:0] out;
	always @(negedge clk)
	begin
		if(~reset)
			out <= 8'd110;
		else if (enable)
		begin
			if (~jump_sig)
			begin
				 if (out == 8'd40)
					out <= 8'd110;
				 else if(8'd40 < out)
					out <= out - 1'b1;
			end
			else
			begin
				if (out < 8'd111)
					out <= out + 1'b1;
			end
		end
	end
endmodule
module lab7_part2_datapath (x_in, y_in, c_in, load_colour, clk, reset, enable, x_out, y_out, c_out);
	input clk, enable, load_colour, reset;
	input [2:0] c_in;
	input [7:0] x_in, y_in;
	output [2:0] c_out;
	output [7:0] x_out, y_out;
	reg [7:0] x_init, y_init, c_init;
	wire [1:0] width_out;
	wire [1:0] rate_out;
	wire [1:0] height_out;
	always @(posedge clk)
	begin
		if(~reset)
		begin
			x_init <= 8'b0;
			y_init <= 8'b0;
			c_init <= 3'b0;
		end
		else
		begin
			x_init <= x_in;
			y_init <= y_in;
			if (load_colour)
				c_init <= c_in;
		end
	end
	length_counter wc(.enable(enable), .clk(clk), .reset(reset), .out(width_out));
	rate_counter next_row(.enable(enable), .clk(clk), .reset(reset), .out(rate_out));
	assign y_enable = (rate_out == 2'b0) ? 1 : 0;
	length_counter hc(.enable(y_enable), .clk(clk), .reset(reset), .out(height_out));
	assign x_out = x_init + width_out;
	assign y_out = y_init + height_out;
	assign c_out = c_init;
endmodule
module dino_datapath(enable, clk, load_colour,  reset, jump_sig,  x_out, y_out, c_out);
	input enable, clk, reset, load_colour, jump_sig;
	output [7:0] x_out;
	output reg [6:0] y_out;
	output [2:0] c_out;
	wire [19:0] delay_value;
	wire delay_out;
	wire [3:0] frame_out;
	wire [7:0] jump_out;
	wire [2:0] col;
	wire [7:0] y_out_temp;
	delay_counter dc(.enable(enable), .clk(clk), .reset(reset), .out(delay_value), .q(delay_out));
	assign frame_en = (delay_value == 20'd0) ? 1 : 0;
	frame_counter fc(.enable(frame_en), .clk(clk), .reset(reset), .out(frame_out));
	assign jump_en = (frame_out == 4'd7) ? 1 : 0;
	jump_counter jc(
		.clk(jump_en), 
		.enable(enable), 
		.reset(reset), 
		.jump_sig(jump_sig),
		.out(jump_out)
	);
	assign col = (frame_out == 4'd7) ? 3'b000 : 3'b010;
	lab7_part2_datapath d0(
		.x_in(8'd24), 
		.y_in(jump_out), 
		.c_in(col), 
		.load_colour(load_colour), 
		.clk(clk), 
		.reset(reset), 
		.enable(enable), 
		.x_out(x_out), 
		.y_out(y_out_temp), 
		.c_out(c_out)
	);
	always @(*)
		y_out = y_out_temp[6:0];
endmodule
module dino_control(pause, enable, clk, reset, go, load_colour, plot);
	input clk, reset, go, pause;
	output reg enable, plot, load_colour;
	reg [2:0] current_state, next_state;
	localparam S_LOAD_DINO = 3'd0,
				  S_LOAD_DINO_WAIT = 3'd1,
				  S_JUMP_DINO = 3'd2,
				  PAUSE_STATE = 3'd3;
	always @(*)
	begin: state_table
		case (current_state)
			S_LOAD_DINO: next_state = go ? S_LOAD_DINO_WAIT : S_LOAD_DINO;
			S_LOAD_DINO_WAIT: next_state = go ? S_JUMP_DINO : S_LOAD_DINO_WAIT;
			S_JUMP_DINO: next_state = pause ? PAUSE_STATE : S_JUMP_DINO;
			PAUSE_STATE: next_state = pause ? PAUSE_STATE: S_JUMP_DINO;
		default: next_state = S_LOAD_DINO;
		endcase
	end
	always @(*)
	begin: enable_signals
		enable = 1'b0;
		load_colour = 1'b0;
		plot = 1'b0;
		case(current_state)
			S_JUMP_DINO: begin
				load_colour = 1'b1;
				enable = 1'b1;
				plot = 1'b1;
			end
			PAUSE_STATE: begin
				enable = 1'b0;
			end
		endcase
	end
	always @(posedge clk)
	begin: state_FFs
		if(~reset)
			current_state <= S_LOAD_DINO;
		else
			current_state <= next_state;
	end
endmodule
```
==> results.yml <==
# generated from flow reports
power_and_ir_drop:
  internal_power_mw: 1.153
  switching_share_pct: 38.29
  pwr-share-seq_pct: 38.7
  power_mw: 1.869
  clkPwrFrac_pct: 22.0
  p_leak_nw: 1.080
  ir_drop_uv: 391.8
  p_per_area_nw_per_um2: 658.8
  p_sw_mw: 0.7155
  p_comb_share_pct: 39.4
floorplanning:
  die-area_um2: 6682
  io_pins: 23
  die_w_um: 81.75
  std_cell_rows: 28
  fp.coreArea_um2: 6026
  die_height_um: 81.75
  fp_util_pct: 42.21
drt:
  drc_errors: 0
  drt_wl_total_um: 4770
  num_vias: 2004
  wl_per_cell_um: 12.93
  first_pass_iters: 4
  antenna-diode-count: 0
  vias_per_cell: 5.431
  drt_iter0_drc: 69
  postRouteAntennaNets: 0
cts:
  clk_latency_ps: 290
  cts_hold_buf: 0
  cts_setup_buffers: 0
  ctsResizeCount: 0
  cts.path.max_buffers: 2
  cts_buffers: 5
  cts_tree: "yes"
  clockRootBuffer: "clkbuf_8"
  clk_pin_slew_worst_paths_ps: 70
  cts-htree-levels: 2
synth:
  syn_area_um2: 2544
  top_logic_kind: "simple AND/OR/NAND/NOR gates"
  yosys-stat-cells: 285
  ys_types: 62
  yosys.area_share.adder_pct: 6.198
  yosys.stat.chipArea_um2: 2544
  synthArstFlopShare_pct: 0
  synthFlopType: "dfxtp_1"
  yosysWarnings: 11
  xor_share_pct: 5.853
  ys_seq_share_pct: 36.99
  syn-instance-count: 285
  yosys-mux-area-fraction_pct: 1.181
  synthAoiAreaFrac_pct: 18.54
  ys_ff: 47
  simple_gate_area_share_pct: 24.05
  edf_count: 0
  syn_area_per_cell_um2: 8.925
hold_path:
  hold-path-cell-count: 2
  hold_path_end: "d0.next_row.out[1]$_SDFFE_PN1P_"
  hp-class: "reg2reg"
  hold_start: "d0.next_row.out[1]$_SDFFE_PN1P_"
finish:
  final_common_cell: "dfxtp_1"
  drive_above_1_share_pct: 8.503
  syn_to_final_growth_pct: 11.51
  layout_top_cells: "dfxtp_1, nor2_1, a21oi_1"
  fillers: 577
placed_design:
  dp_hpwl_um: 3317
  gp_congestion: 0.8472
  io_buffer_count: 16
grt:
  gr-usage-met3_pct: 2.255
  antenna_found_initial: 0
  use_met1_pct: 26.62
  grt.busiest_layer: "met1"
  grt_pass1_wl_um: 8328
  grt_pass1_vias: 1736
  grt.met2_usage_pct: 23.22
  grt_overflow: 0
  grt_usage_pct: 16.16
  grt_max_degree: 23
outcome:
  status: "completed"
timing:
  relSlewSlack_pct: 59.43
  worstMarginPinSlew_ps: 606.6
  final.min_clock_period_ps: 2829
  fin_setup_tns_ps: 0
  unclocked_regs: 8
  untimed_endpoints: 8
  setup_violations: 0
  fin_skew_ps: 12.96
  fmax_mhz: 353.5
  rsz0062_at_grt: "no"
  drv_slew: 0
  fin_crit_sh_pct: 88.39
  hold_viol: 0
  hold_slack_ps: 477.4
job:
  warnings: 28
  cap_violations: 0
setup_path:
  worstSetupPathType: "reg2out"
  r2r-end: "dc.out[0]$_SDFFE_PN0P_"
  critPathArrivalTime_ps: 2190
  r2r_setup_slack_ps: 880
  cp-end-kind: "primary output"
  worstReg2RegStart: "dc.out[11]$_SDFFE_PN0P_"
  cp.required_ps: 2560
  r2r_cells: 4
  critPathLaunchType: "flip-flop"
  crit_fanout: 4
-- state kept, by name, summed over array words and instances, names as in the netlist --
register and flops:
dc.out 20, d0.x_init 1, jc.out 8, fc.out 4
d0.next_row.out 2, d0.y_init 7, d0.hc.out 2, d0.wc.out 2
d0.c_init 1
-- worst max-delay path, stage by stage, from the launching register on --
cell,delay (ps)
dfxtp_1,370
ha_1,180
inv_1,50
fa_1,400
nor2b_1,170
nand4_1,130
xnor2_1,140
clkdlybuf4s50_1,470
-- worst max-delay path by stage --
stage / endpoint / start / slack, ps
5_1_grt: y_out[6] / d0.hc.out[0]$_SDFFE_PN0P_ / 210
6_report: y_out[6] / d0.hc.out[0]$_SDFFE_PN0P_ / 370
4_1_cts: y_out[6] / d0.hc.out[0]$_SDFFE_PN0P_ / 330
-- logic make-up (layout without fill, tap and decap cells) --
group,count (synthesis),count (layout)
fa+ha+maj,12,12
simple gates,96,96
mux,3,3
other cells,1,6
xor+xnor,17,17
flops,47,47
compound gates,69,69
buf+inv,40,44
-- per-layer routing --
metal	part of all wire, %	wire, µm	vias to the layer above
met5	0	0	-
met4	1.5	73	0
met3	3.0	141	7
met2	42	2012	31
met1	53	2543	926
li1	-	-	1040
-- Yosys cell counts, drive strengths merged (2+ instances only) --
cell | n | area [µm²]
nand2b | 2 | 12.51
a31oi | 4 | 25.02
nand4b | 3 | 32.53
nor4b | 4 | 50.05
or3 | 9 | 60.06
nand3 | 4 | 20.02
nor2 | 20 | 75.07
and3 | 2 | 12.51
o311ai | 5 | 43.79
nor4 | 2 | 27.53
dfxtp | 47 | 940.9
buf | 9 | 62.56
nor2b | 4 | 25.02
or2 | 5 | 33.79
inv | 17 | 63.81
clkbuf | 14 | 52.55
xnor2 | 6 | 52.55
ha | 11 | 137.6
or4 | 8 | 63.81
mux2i | 3 | 30.03
nand2 | 10 | 37.54
o31ai | 9 | 81.33
a21oi | 20 | 100.1
nand4 | 4 | 40.04
and2 | 5 | 31.28
o21ai | 14 | 70.07
xor2 | 11 | 96.34
nor3 | 9 | 45.04
-- power groups by stage --
stage / Clock, mW / Combinational (mW) / Sequential, mW
global route: 0.442 / 0.837 / 0.741
finish: 0.411 / 0.735 / 0.723
CTS: 0.423 / 0.740 / 0.723
-- through the flow --
step,setup WS (ps),instances,util [%],instance area [µm²]
2_1_floorplan,1237,290,-,2562
4_1_cts,334.7,369,47.07,2836
6_report,371.5,369,47.07,2836
3_5_place_dp,589.8,361,45.20,2724
5_1_grt,207.8,369,47.07,2836
3_3_place_gp,623.4,361,45.20,2724
-- cell type report --
class	count	area, µm²	area share, %
clock inverters	3	43.79	1.544
flip-flops and latches	47	940.9	33.17
repair buffers	19	182.7	6.440
multi-input cells	203	1443	50.86
clock buffers	5	68.82	2.426
inverters	17	63.81	2.250
well taps	75	93.84	3.308
No activity file was given, so power comes from the tool's default toggle rates.
